==> flow/design.v <==
module btb(
    input clk,
    input rst,
    input [31:0] pc,
    input [31:0] update_pc,
    input update,
    input [31:0] update_target,
    input mispredicted,
    output [31:0] target_pc,
    output valid,
    output predictedTaken
);
    wire [2:0] read_index;
    wire [26:0] read_tag;
    wire [127:0] read_set;
    wire [2:0] update_index;
    wire [26:0] update_tag;
    wire [127:0] update_set;  
    wire [127:0] write_set;
    wire [7:0] LRU, next_LRU;
    wire next_LRU_read;
    wire next_LRU_write;
    reg reg_file_write;
    reg [127:0] reg_write_set;
    reg [2:0] reg_write_index;
    always @(posedge clk or posedge rst) begin
        if (rst) begin
            reg_file_write <= 0;
            reg_write_set <= 0;
            reg_write_index <= 0;
        end else begin
            reg_file_write <= update;   
            reg_write_set <= write_set;
            reg_write_index <= update_index;
        end
    end
    assign read_index = pc[4:2];
    assign read_tag = pc[31:5];
    assign update_index = update_pc[4:2];
    assign update_tag = update_pc[31:5];
    lru_reg lru_reg_inst(
        .clk(clk),
        .rst(rst),
        .LRU_updated(next_LRU),
        .LRU(LRU)
    );
    btb_file btb_file_inst(
        .clk(clk),
        .read_index(read_index),
        .update_index(update_index),
        .write_index(reg_write_index),
        .write_set(reg_write_set),
        .write_en(reg_file_write),
        .read_set(read_set),
        .update_set(update_set)
    );
    btb_read btb_read_inst(
        .read_set(read_set),
        .LRU(LRU),
        .read_tag(read_tag),
        .read_index(read_index),
        .next_LRU_read(next_LRU_read),
        .valid(valid),
        .predictedTaken(predictedTaken),
        .target(target_pc)
    );
    btb_write btb_write_inst(
        .update_set(update_set),
        .LRU(LRU),
        .update_tag(update_tag),
        .update_index(update_index),
        .update_target(update_target),
        .mispredicted(mispredicted),
        .write_set(write_set),
        .next_LRU_write(next_LRU_write)
    );
    lru_next lru_next_inst(
        .index(read_index),
        .update_index(update_index),
        .update_lru_read(next_LRU_read),
        .update_lru_write(next_LRU_write),
        .valid(valid),
        .update(update),
        .LRU(LRU),
        .next_LRU(next_LRU)
    );
endmodule
module btb_file (
    input clk,
    input [2:0] read_index,  
    input [2:0] update_index,
    input [2:0] write_index,
    input [127:0] write_set,
    input write_en,
    output wire [127:0] read_set,
    output wire [127:0] update_set  
);
    reg [127:0] file [7:0];
    integer i;
    initial begin
        for (i = 0; i < 8; i = i + 1)
            file[i] = 128'h0;
    end
    always @(posedge clk) begin
        if (write_en)
            file[write_index] <= write_set;
    end
    assign update_set = file[update_index];
    assign read_set = ((read_index == write_index) && write_en) ? write_set : file[read_index];
endmodule
module btb_read(
    input [127:0] read_set,
    input [7:0] LRU,
    input [26:0] read_tag,
    input [2:0] read_index,
    output next_LRU_read,
    output valid,
    output predictedTaken,
    output [31:0] target
);
    wire current_LRU_read;
    wire [63:0] branch1, branch2;
    wire valid1, valid2;
    wire [26:0] tag1, tag2;
    wire [31:0] target1, target2;
    wire [1:0] state1, state2;
    wire check_branch1, check_branch2;
    wire [1:0] current_state;
    assign branch1 = read_set[127:64];
    assign branch2 = read_set[63:0];
    assign valid1 = branch1[63];
    assign valid2 = branch2[63];
    assign tag1 = branch1[62:36];
    assign tag2 = branch2[62:36];
    assign target1 = branch1[35:4];
    assign target2 = branch2[35:4];
    assign state1 = branch1[3:2];
    assign state2 = branch2[3:2];
    assign check_branch1 = valid1 && (read_tag == tag1);
    assign check_branch2 = valid2 && (read_tag == tag2);
    assign valid = check_branch1 || check_branch2;
    assign target = check_branch1 ? target1 : target2;
    assign current_state = check_branch1 ? state1 : (
                           check_branch2 ? state2 : 2'b00);
    assign predictedTaken = current_state[1];
    assign current_LRU_read = LRU[read_index];
    assign next_LRU_read = valid ? check_branch2 : current_LRU_read;
endmodule
module btb_write(
    input [127:0] update_set,
    input [7:0] LRU,
    input [26:0] update_tag,
    input [2:0] update_index,
    input [31:0] update_target,
    input mispredicted,
    output [127:0] write_set,
    output next_LRU_write
);
    wire current_LRU_write;
    wire [63:0] branch1, branch2;
    wire valid1, valid2;
    wire [26:0] tag1, tag2;
    wire [31:0] target1, target2;
    wire [1:0] state1, state2;
    wire write_valid1, write_valid2;
    wire [26:0] write_tag1, write_tag2;
    wire [31:0] write_target1, write_target2;
    wire check_branch1, check_branch2;
    wire entry_exists;
    wire insert_branch1, insert_branch2;
    wire take_branch1, take_branch2;
    wire [1:0] current_state_branch1, current_state_branch2;
    wire [1:0] next_state_branch1, next_state_branch2;
    wire [1:0] write_state1, write_state2;
    assign branch1 = update_set[127:64];
    assign branch2 = update_set[63:0];
    assign valid1 = branch1[63];
    assign valid2 = branch2[63];
    assign tag1 = branch1[62:36];
    assign tag2 = branch2[62:36];
    assign target1 = branch1[35:4];
    assign target2 = branch2[35:4];
    assign state1 = branch1[3:2];
    assign state2 = branch2[3:2];
    assign check_branch1 = valid1 && (update_tag == tag1);    
    assign check_branch2 = valid2 && (update_tag == tag2);
    assign entry_exists = check_branch1 || check_branch2;
    assign current_LRU_write = LRU[update_index];
    assign insert_branch1 = entry_exists ? check_branch1 : current_LRU_write;
    assign insert_branch2 = entry_exists ? check_branch2 : !current_LRU_write;
    assign write_valid1 = valid1 || insert_branch1;
    assign write_valid2 = valid2 || insert_branch2;
    assign write_tag1 = insert_branch1 ? update_tag : tag1;
    assign write_tag2 = insert_branch2 ? update_tag : tag2;
    assign write_target1 = insert_branch1 ? update_target : target1;
    assign write_target2 = insert_branch2 ? update_target : target2;
    assign current_state_branch1 =  entry_exists ? state1 : 2'b00;
    assign current_state_branch2 =  entry_exists ? state2 : 2'b00;
    dynamic_branch_predictor fsm_branch1(
        .current_state(current_state_branch1),
        .mispredicted(mispredicted),
        .next_state(next_state_branch1)
    );
    dynamic_branch_predictor fsm_branch2(
        .current_state(current_state_branch2),
        .mispredicted(mispredicted),
        .next_state(next_state_branch2)
    );
    assign write_state1 = insert_branch1 ? next_state_branch1 : state1;
    assign write_state2 = insert_branch2 ? next_state_branch2 : state2;
    assign write_set = { write_valid1, write_tag1, write_target1, write_state1, 2'b00,
                         write_valid2, write_tag2, write_target2, write_state2, 2'b00};
    assign next_LRU_write = entry_exists ? current_LRU_write : insert_branch2;
endmodule
module dynamic_branch_predictor(
    input [1:0] current_state,
    input mispredicted,
    output reg [1:0] next_state
);
    always @(*) begin
        case (current_state)
            2'b00: next_state = mispredicted ? 2'b01  : 2'b00;
            2'b01:   next_state = mispredicted ? 2'b10    : 2'b00;
            2'b10:     next_state = mispredicted ? 2'b11      : 2'b10;
            2'b11:       next_state = mispredicted ? 2'b00: 2'b10;
            default:           next_state = current_state;
        endcase
    end
endmodule
module lru_next(
    input [2:0] index,
    input [2:0] update_index,
    input update_lru_read,
    input update_lru_write,
    input valid,
    input update,
    input [7:0] LRU,
    output reg [7:0] next_LRU
);
    reg [7:0] read_mask;
    reg [7:0] write_mask;
    reg [7:0] update_mask;
    reg [7:0] update_bits;
    always @* begin
        read_mask   = (8'b00000001 << index);
        write_mask  = (8'b00000001 << update_index);
        update_mask = read_mask | write_mask;
        update_bits = (update_lru_read  && valid  ? read_mask  : 8'b00000000)
                    | (update_lru_write && update ? write_mask : 8'b00000000);
        next_LRU = (LRU & ~update_mask) | update_bits;
    end
endmodule
module lru_reg(
    input clk,
    input rst,
    input [7:0] LRU_updated,
    output reg [7:0] LRU
);
    always @(posedge clk or posedge rst) begin
        if (rst) begin
            LRU <= 8'h00;  
        end else begin
            LRU <= LRU_updated;
        end
    end
endmodule
==> flow/run.sh <==
#!/bin/bash
# OpenROAD 26Q1-2900-gdf79404cd8, Yosys 0.63+post, stock flow scripts
make -C /OpenROAD-flow-scripts/flow DESIGN_CONFIG=/design/flow/config.mk WORK_HOME=/design/flow/orfs finish
==> flow/config.mk <==
export PLATFORM = sky130hd
export DESIGN_NAME = btb
export DESIGN_NICKNAME = btb
export VERILOG_FILES = /design/flow/design.v
export SDC_FILE = /design/flow/constraint.sdc
export NUM_CORES = 4
export LEC_CHECK = 1
export CORE_UTILIZATION = 30
==> flow/constraint.sdc <==
current_design btb

set clk_period 13.3
set clk_io_pct 0.2

create_clock -name clk0 -period $clk_period [get_ports {clk}]

set non_clock_inputs [all_inputs -no_clocks]
set_input_delay [expr $clk_period * $clk_io_pct] -clock clk0 $non_clock_inputs
set_output_delay [expr $clk_period * $clk_io_pct] -clock clk0 [all_outputs]
==> run notes <==
run metrics: post-route setup TNS=0 ps, WHS Endpoint=lru_reg_inst.LRU[5], placed wire-length estimate=87.5 mm, Post-Synth XOR/XNOR Area=1.75%, Dominant cell area share=56.3%, TritonCTS Buffers=104, FF-to-FF path depth=11, Cell Area, Synth=0.0529 mm², Synth Register Bits=1128, fin cells=5613, tool warning count=32, TritonRoute pass-1 iters=5, post-CTS setup buffer count=0, yosys simple share=4.97%, top cells, area=edfxtp_1 56%, mux4_2 18%, dfrtp_1 6.4%, Worst-path clk slew=60 ps, critical path class=primary input to output port, Async SR Flop Fraction=12.1%, Synth logic family=multiplexers, Synthesis Warnings=5, Worst Max-Slew Pin Slew=971 ps, and-or/or-and share of the synthesized area=4.90%, Seq/Total Area, Yosys=62.7%, HP Class=flop to flop, maximum clock path buffer count=3, number of synthesized flops with an enable pin=992, yosys stat chip area=0.0529 mm², clock root buffer=clkbuf_16, RSZ-0062 raised after global routing=false, Max Fclk=93.2 MHz, fp util=30.3%, count of pins over their slew limit=0, Post-synth top flop=edfxtp_1, share of cells above drive strength 1=23.2%, synthesized area per cell=17.1 µm², CP Max Fanout=54, final setup fails=0, Worst setup SP type=primary input, r2r startpoint=btb_file_inst.file[0][37], Int Pwr=6.21 mW, largest net degree at the start of global routing=102, Sw Pwr=2.03 mW, io pins=134, Die Wd=422 µm, cells in synth_stat.txt=3094, routed vias=30.1k, clk sinks=1128, Switching Share=24.7%, mux cell area share after synthesis=23.2%, GPL Wtd Cong=0.902, WP data arrival=8070 ps, Hold Crit Start=lru_reg_inst.LRU[5], Reg power frac=52.5%, Yosys top cell by area=edfxtp_1, DRC=0, outcome=finished, final reports clean, post-cts sizing count=0, Die H=422 µm, CP Capture Type=output port, num rows=153, initial antenna violation count=14, DR WL/cell=26.4 µm, worst-skew pair later-pin latency=740 ps, H-Tree Depth=3, vias in the first global route=32.8k, Yosys top cell by instances=edfxtp_1, Max Cap Viol=0, worst rel slew slack=35.3%, Crit Reg-Reg Endpoint=reg_write_set[67], DRT antenna net count=0, die area=0.178 mm², grt total ovfl=0, Post-CTS Hold Buffers=0, final WL=148 mm, Worst EP required=10640 ps, via-per-instance ratio=5.36, Inst Count DP=5412, port bufs=129, Pwr Density=137 mW/mm², cycle use final=80.7%, Area Overhead vs Synth=13.8%, worst vdd ir=117 µV, Synth cell types=65, Cells after Synth=3094, Hold Vio Cnt, Final=0, DRT iter0 DRCs=1801, Core ar.=0.175 mm², clock skew=31.7 ps, synth cell count leaders=992 x edfxtp_1, 418 x mux4_2, 220 x nand2_1, GRT Total Usage=17.7%, final worst path period need=10730 ps, reg2reg setup slack=8610 ps, Adders+Majority by Area=0%, clock group share of total power=36.9%, leakage=19.5 nW, Comb pwr share=10.6%, hold path cells=2, first-pass GRT wire length=218 mm, CTS tree=done
==> cell usage in the layout (no fill, tap or decap), drive strengths merged, types with 5 or more instances in the layout <==
| cell type | synthesis | layout |
|---|---|---|
| xnor2 | 62 | 62 |
| bufinv | 0 | 10 |
| clkdlybuf4s50 | 0 | 123 |
| nand4 | 14 | 14 |
| xor2 | 44 | 44 |
| edfxtp | 992 | 992 |
| o221ai | 24 | 24 |
| mux2i | 135 | 135 |
| a31oi | 39 | 39 |
| inv | 20 | 25 |
| a221oi | 5 | 5 |
| a22o | 5 | 5 |
| nand2b | 18 | 18 |
| nor3 | 74 | 74 |
| clkbuf | 88 | 128 |
| mux4 | 433 | 433 |
| nor4 | 12 | 12 |
| o21a | 32 | 32 |
| o211ai | 8 | 8 |
| o21ai | 45 | 45 |
| nand2 | 220 | 220 |
| nor2 | 135 | 135 |
| clkinvlp | 0 | 10 |
| a2111oi | 35 | 35 |
| mux2 | 92 | 92 |
| a211oi | 42 | 42 |
| nand3 | 11 | 11 |
| nor2b | 73 | 73 |
| dfrtp | 136 | 136 |
| buf | 139 | 97 |
| a21oi | 83 | 83 |
| o22ai | 24 | 24 |
| diode | 0 | 7 |
| clkinv | 0 | 41 |
| a22oi | 18 | 18 |
==> metrics by stage <==
step                      util (%)  total power, mW  area, µm²  hold slack [ps]  worst slack [ps]
after CTS                     34.5             8.30      60200              540              2450
after global placement        32.5             5.27      56700              521              2470
final                         34.5             8.24      60200              539              2570
after global routing          34.5             8.52      60200              569              2310
after floorplan                  -             4.91      52900              482              3600
after detailed placement      32.5             5.28      56700              526              2470
==> layout make-up <==
class	instances	area [µm²]
Multi-Input combinational cell	1719	18500
Clock buffer	128	2790
Timing Repair Buffer	220	2080
Inverter	20	87.6
Clock inverter	66	669
Sequential cell	1128	33200
Tap cell	2325	2910
Fill cell	16300	114000
Antenna cell	7	17.5
==> cells by family after synthesis <==
| group | count (synthesis) |
|---|---|
| DFF | 1128 |
| AOI/OAI and AO/OA | 382 |
| muxes | 660 |
| xor gates and xnor gates | 106 |
| and+or+nand+nor | 571 |
| buffers and inverters | 247 |
==> registers in the layout, summed over array words and instances, names as in the netlist <==
register,count
btb_file_inst.file,992
reg_write_set,124
lru_reg_inst.LRU,8
reg_write_index,3
reg_file_write,1
==> critical path, stage by stage <==
cell	delay, ps
buf_8	440
buf_4	630
buf_4	510
buf_4	600
mux4_2	400
mux2i_1	160
nor2_1	60
a21oi_1	340
xnor2_1	110
nor4_1	230
nand4_1	190
nor4_4	640
o2111ai_1	200
o21ai_1	130
clkdlybuf4s50_1	670
==> worst max path at each step <==
stage	to	start	cells after the start	slack (ps)
after global routing	predictedTaken	pc[3]	14	2310
after CTS	predictedTaken	pc[3]	15	2450
final	predictedTaken	pc[3]	15	2570
==> routing by layer <==
metal  global-route usage [%]  up-vias  share of wire [%]
li1                         -    12800                  -
met1                     21.0    15300                 35
met2                     28.2     1706                 49
met3                     9.71      261                 12
met4                     5.33        8                3.6
met5                   0.0806        -              0.035
==> power groups by stage <==
stage     Sequential [mW]  Clock (mW)  Combinational, mW
4_1_cts              4.33        3.09              0.882
6_report             4.33        3.04              0.876
5_1_grt              4.36        3.22              0.936
Power figures rest on the tool's default switching activity, not on a simulated workload.
