### flow/config.mk
export PLATFORM = sky130hd
export DESIGN_NAME = decode_stage
export DESIGN_NICKNAME = decode_stage
export VERILOG_FILES = /design/flow/design.v
export SDC_FILE = /design/flow/constraint.sdc
export NUM_CORES = 4
export LEC_CHECK = 1
export CORE_UTILIZATION = 50
### flow/constraint.sdc
current_design decode_stage

set clk_period 61.2
set clk_io_pct 0.2

create_clock -name clk0 -period $clk_period [get_ports {clk}]

set non_clock_inputs [all_inputs -no_clocks]
set_input_delay [expr $clk_period * $clk_io_pct] -clock clk0 $non_clock_inputs
set_output_delay [expr $clk_period * $clk_io_pct] -clock clk0 [all_outputs]
### flow/design.v
module decode_controller (
    input [6:0] opcode,
    input [2:0] func3,
    input [6:0] func7,
    output ex_alu_src,
    output mem_write,
    output reg [2:0] mem_load_type,
    output reg [1:0] mem_store_type,
    output wb_load,
    output wb_reg_file,
    output invalid_inst,
    output m_type_inst
);
    wire r_type_inst;
    wire i_type_inst;
    wire wb_inst;
    wire u_type_inst;
    wire b_type_inst;
    wire j_type_inst;
    wire aupic_inst;
    wire jalr_inst;
    assign wb_inst = (opcode == 7'b0110011);
    assign r_type_inst = (wb_inst && (func7 == 7'b0000000 || func7 == 7'b0100000));
    assign i_type_inst = (opcode == 7'b0010011);
    assign mem_write = (opcode == 7'b0100011);
    assign wb_load = (opcode == 7'b0000011);
    assign m_type_inst = (wb_inst && (func7 == 7'b0000001));
    assign u_type_inst = (opcode == 7'b0110111);
    assign b_type_inst = (opcode == 7'b1100011);
    assign j_type_inst = (opcode == 7'b1101111);
    assign aupic_inst = ( opcode == 7'b0010111);
    assign jalr_inst = (opcode == 7'b1100111);
    assign ex_alu_src  = i_type_inst || wb_load || mem_write ||
                          u_type_inst ||aupic_inst || jalr_inst;
    assign wb_reg_file  = wb_inst || i_type_inst || wb_load ||
                          u_type_inst ||aupic_inst || jalr_inst || j_type_inst;
    assign invalid_inst = !(r_type_inst || ex_alu_src ||
                            b_type_inst || j_type_inst);
    always @(*) begin
        mem_store_type = 2'b11;  
        if (mem_write) begin
            case (func3)
                3'b000: mem_store_type = 2'b00;
                3'b001: mem_store_type = 2'b01;
                3'b010: mem_store_type = 2'b10;
                default:mem_store_type = 2'b11;  
            endcase
        end
    end
    always @(*) begin
        mem_load_type = 3'b111;  
        if (wb_load) begin
            case (func3)
                3'b000: mem_load_type = 3'b000;
                3'b001: mem_load_type = 3'b001;
                3'b010: mem_load_type = 3'b010;
                3'b100: mem_load_type = 3'b011;
                3'b101: mem_load_type = 3'b100;
                default:mem_load_type = 3'b111;  
            endcase
        end
    end
endmodule
module decode_stage(
    input clk,
    input rst,
    input id_flush,
    input [31:0] instruction_in,
    input reg_file_wr_en,
    input [4:0] reg_file_wr_addr,
    input [31:0] reg_file_wr_data,
    output wire [31:0] op1,
    output wire [31:0] op2,
    output wire [4:0] rs1,
    output wire [4:0] rs2,
    output wire [4:0] rd,
    output reg [31:0] immediate,
    output wire [6:0] opcode,
    output wire alu_src,
    output wire invalid_inst,
    output wire m_type_inst,
    output wire [6:0] func7,
    output wire [2:0] func3,
    output wire mem_write,
    output wire [2:0] mem_load_type,
    output wire[1:0] mem_store_type,
    output wire wb_load,
    output wire wb_reg_file
);
    wire [31:0] instruction;
    assign instruction = id_flush ? 32'h00000013 : instruction_in;
    assign opcode = instruction[6:0];
    assign rd = instruction[11:7];
    assign rs1 = instruction[19:15];
    assign rs2 = instruction[24:20];
    assign func7 = instruction[31:25];
    assign func3 = instruction[14:12];
    always @(*) begin
        case (opcode)
            7'b0100011: 
                immediate = {{20{instruction[31]}},instruction[31:25],instruction[11:7]}; 
            7'b1101111: 
                immediate = {{11{instruction[31]}},instruction[31],instruction[19:12],instruction[20],instruction[30:21],1'b0};
            7'b1100011: 
                immediate = {{19{instruction[31]}},instruction[31],instruction[7],instruction[30:25],instruction[11:8],1'b0};
            7'b0110111: 
                immediate = {instruction[31:12],12'h000};
            7'b0010111: 
                immediate = {instruction[31:12],12'h000};
            default:       
                immediate = {{20{instruction[31]}},instruction[31:20]};
        endcase
    end
    decode_controller decode_controller_inst (
        .opcode(opcode),
        .func3(func3),
        .func7(func7),
        .ex_alu_src(alu_src),
        .mem_write(mem_write),
        .mem_load_type(mem_load_type),
        .mem_store_type(mem_store_type),
        .wb_load(wb_load),
        .wb_reg_file(wb_reg_file),
        .invalid_inst(invalid_inst),
        .m_type_inst(m_type_inst)
    );
    register_file register_file_inst (
        .clk(clk),
        .wr_en(reg_file_wr_en),
        .wr_addr(reg_file_wr_addr),
        .wr_data(reg_file_wr_data),
        .rs1_addr(rs1),
        .rs2_addr(rs2),
        .op1(op1),
        .op2(op2)
    );
endmodule
module register_file (
    input clk,
    input wr_en,
    input [4:0] wr_addr,
    input [31:0] wr_data,
    input [4:0] rs1_addr,
    input [4:0] rs2_addr,
    output wire [31:0] op1,
    output wire [31:0] op2
);
    reg [31:0] reg_file [31:0];
    wire [31:0] op1_forwarded;
    wire [31:0] op2_forwarded;
    assign op1_forwarded = ((rs1_addr == wr_addr) && wr_en) ? wr_data : reg_file[rs1_addr];
    assign op2_forwarded = ((rs2_addr == wr_addr) && wr_en) ? wr_data : reg_file[rs2_addr];
    assign op1 = (rs1_addr == 0) ? 32'b0 : op1_forwarded;
    assign op2 = (rs2_addr == 0) ? 32'b0 : op2_forwarded;
    always @(posedge clk) begin
        if (wr_en && wr_addr != 0)
            reg_file[wr_addr] <= wr_data;
    end
endmodule
### flow/run.sh
#!/bin/bash
# OpenROAD 26Q1-2900-gdf79404cd8, Yosys 0.63+post, stock flow scripts
make -C /OpenROAD-flow-scripts/flow DESIGN_CONFIG=/design/flow/config.mk WORK_HOME=/design/flow/orfs finish
==> results_tabular.tex <==
% Synthesis and place-and-route results
\begin{tabular}{lr}
\hline
Metric & Value \\
\hline
\multicolumn{2}{l}{\textbf{GRT}} \\
\quad Via count of the first global-routing pass & $\sim$37k \\
\quad Met3 Usage GRT & between 20\% and 30\% \\
\quad Global routing met1 resource utilization & between 40\% and 50\% \\
\quad Antenna violations before repair & 1 \\
\quad Total overflow reported by the global router & 0 \\
\quad Met2 capacity usage during global routing & 49.2\% \\
\quad Overall global routing resource usage & between 30\% and 40\% \\
\quad Pin count of the biggest net entering global routing & 92 \\
\quad Wire length of the first global-routing pass & 239000 um \\
\quad Most congested layer reported by global routing & met2 \\
\multicolumn{2}{l}{\textbf{Critical path}} \\
\quad Start point of the critical path & instruction\_in[15] \\
\quad Critical Path RT & 48.96 ns \\
\quad Data arrival time of the worst path & between 15 and 20 ns \\
\quad Worst setup path class & input port to output port \\
\quad Type of element capturing the critical path & output port \\
\quad CP max FO & between 80 and 90 \\
\quad Category of the worst setup path launch point & input port \\
\multicolumn{2}{l}{\textbf{Timing}} \\
\quad Setup repair after global routing missed its margin & false \\
\quad Final Hold Fails & 0 \\
\quad Sum of negative setup slack & 0 ns \\
\quad Slew of the pin with the lowest slew margin & 0.923 ns \\
\quad Final min period & between 20 and 30 ns \\
\quad Pins over their slew limit & 0 \\
\quad Fin crit share & around 48\% \\
\quad Max frequency & about 34 MHz \\
\quad Final setup violating endpoints & 0 \\
\quad Worst slew margin & approximately 38\% \\
\multicolumn{2}{l}{\textbf{Clock network}} \\
\quad Clock tree from TritonCTS & built \\
\quad Cell at the root of the clock tree & sky130\_fd\_sc\_hd\_\_clkbuf\_16 \\
\quad Post-CTS Setup Inserts & 0 \\
\quad Clock-pin slew on the worst setup and hold paths & about 0.06 ns \\
\quad Cells resized by post-CTS repair & 0 \\
\quad Number of sinks driven by the clock tree & 1024 \\
\quad Number of hold-repair buffers added at the cts stage & 0 \\
\quad Deepest clock path buffer count & 3 \\
\quad H-tree Lvls & 3 \\
\quad Inserted Clock Buffers & 108 \\
\multicolumn{2}{l}{\textbf{Yosys}} \\
\quad Synthesized chip area reported by yosys & 50400 um\^{}2 \\
\quad Yosys simple share & approximately 6\% \\
\quad \#FFs+latches synth & 1024 \\
\quad Dominant Register Cell & sky130\_fd\_sc\_hd\_\_edfxtp\_1 \\
\quad Top cells by count, synth & sky130\_fd\_sc\_hd\_\_edfxtp\_1 (1024), sky130\_fd\_sc\_hd\_\_mux2i\_1 (348), sky130\_fd\_sc\_hd\_\_nand2\_1 (315) \\
\quad Multiplexer area fraction after synthesis & a little over an eighth \\
\quad Most used standard cell by instance count after synthesis & sky130\_fd\_sc\_hd\_\_edfxtp\_1 \\
\quad Dominant combinational family & AND-OR/OR-AND gates \\
\quad Yosys cell count & approximately 4k \\
\quad Post-synthesis cell count & roughly 3.9k \\
\quad Fraction of registers with async set/reset & 0\% \\
\quad Cell accounting for the most synthesized area & sky130\_fd\_sc\_hd\_\_edfxtp\_1 \\
\quad Synth Area per Inst & roughly 13 um\^{}2 \\
\quad Netlist area before placement & around 50000 um\^{}2 \\
\quad Area share, top type & 61.0\% \\
\quad Number of flops mapped to enable cells by yosys & roughly 1k \\
\quad Top area cells in the synthesized netlist & sky130\_fd\_sc\_hd\_\_edfxtp\_1 (61\%), sky130\_fd\_sc\_hd\_\_mux2i\_1 (6.9\%), sky130\_fd\_sc\_hd\_\_mux2\_2 (3.7\%) \\
\quad Sequential cell area fraction in the yosys report & between 60\% and 70\% \\
\quad Warning count from the yosys run & 3 \\
\quad Compound Share, Synth & between 10\% and 20\% \\
\quad Number of library cell types mapped by synthesis & 70 \\
\quad Area share of fa/ha/maj cells after synthesis & less than 1\% \\
\quad Xor+xnor area frac & less than 1\% \\
\multicolumn{2}{l}{\textbf{Layout}} \\
\quad Share of cells above drive strength 1 & between 10\% and 20\% \\
\quad Largest registers in the final layout & register\_file\_inst.reg\_file: 1024 flops \\
\quad Flip-flop count of the largest register, all copies and words added & between 1k and 1.5k \\
\quad Final core occ & 57.6\% \\
\quad Relative area change from synthesis to final layout & 14.2\% \\
\quad Filler cell count & just under 8k \\
\quad Register ranked first by flip-flop count & register\_file\_inst.reg\_file \\
\multicolumn{2}{l}{\textbf{Placement}} \\
\quad Buffers added on ports & $\sim$210 \\
\quad Routability cong. & just over 0.9 \\
\quad HPWL Detailed & 94100 um \\
\multicolumn{2}{l}{\textbf{Routing}} \\
\quad DR vias/cell & approximately 6.6 \\
\quad Router iterations before antenna repair & 6 \\
\quad Sum of routed wire length over all layers & 167000 um \\
\quad Routed len/inst & a little over 30 um \\
\quad Antenna violation net count after detailed routing & 0 \\
\quad Violation count after the first detailed-routing iteration & between 2k and 2.5k \\
\quad Diode count & 0 \\
\quad DR DRC count & 0 \\
\quad Via count & 36.1k \\
\multicolumn{2}{l}{\textbf{Job}} \\
\quad Number of maximum-capacitance constraint violations & 0 \\
\quad Number of OpenROAD warnings & 27 \\
\multicolumn{2}{l}{\textbf{Pwr}} \\
\quad Switching Power & between 0.0003 and 0.0004 W \\
\quad Clk pwr share & between 30 and 40\% \\
\quad Largest vdd supply drop & roughly 0.000024 V \\
\quad Share of power burned in combinational logic & $\sim$11\% \\
\quad Register share of total power & about 50\% \\
\quad Power density relative to cell area & roughly 28 nW/um\^{}2 \\
\quad Lkg Pwr & roughly 19 nW \\
\quad Pint & roughly 0.0012 W \\
\quad Fraction of power spent switching nets & roughly a quarter \\
\multicolumn{2}{l}{\textbf{Floorplan}} \\
\quad Die H & about 320 um \\
\quad Number of cell rows & between 100 and 150 \\
\quad Top-level port count & roughly 210 \\
\quad Width of the die & roughly 320 um \\
\quad Die Size & around 100000 um\^{}2 \\
\quad Pre-placement core utilization & approximately half \\
\quad Area of the core region & approximately 100000 um\^{}2 \\
\multicolumn{2}{l}{\textbf{Min path}} \\
\quad Min-Delay Startpoint & reg\_file\_wr\_data[11] \\
\quad Worst hold path type & input port to register \\
\multicolumn{2}{l}{\textbf{Run status}} \\
\quad Run status & finished clean \\
\hline
\end{tabular}
## stage by stage
step | cells | hold WS (ns) | setup WS [ns] | cell area [um^2] | power (W)
finish | 5477 | 12.39 | 31.85 | 57600 | 0.00159
global route | 5477 | 12.40 | 31.67 | 57600 | 0.00163
CTS | 5477 | 12.37 | 31.96 | 57600 | 0.00159
detailed placement | 5280 | 13.09 | 31.98 | 54200 | 0.000972
global placement | 5280 | 13.09 | 31.96 | 54200 | 0.000971
floorplan | 3970 | 12.34 | 35.20 | 50500 | 0.000890
## worst max-delay path: stages
cell and delay, ns:
sky130_fd_sc_hd__buf_8 0.47, sky130_fd_sc_hd__buf_4 0.68, sky130_fd_sc_hd__buf_4 0.64, sky130_fd_sc_hd__buf_4 0.68, sky130_fd_sc_hd__mux2_2 0.28, sky130_fd_sc_hd__o22ai_1 0.08
sky130_fd_sc_hd__a21oi_1 0.38, sky130_fd_sc_hd__o221ai_1 0.32, sky130_fd_sc_hd__a41oi_1 0.61, sky130_fd_sc_hd__clkdlybuf4s50_1 0.58
## cells by family (layout without fill, tap and decap cells)
logic type / Yosys count / count (layout)
flip-flops: 1024 / 1024
AND/OR/NAND/NOR: 716 / 716
AND-OR/OR-AND: 1166 / 1166
buffers and inverters: 445 / 654
other: 1 / 32
adder cells (fa/ha/maj): 1 / 1
multiplexers: 580 / 580
XOR/XNOR: 6 / 6
## placed cells by master, fill, tap and decap left out, types with 10 or more instances in the layout
cell type / synthesis / final
sky130_fd_sc_hd__edfxtp_1: 1024 / 1024
sky130_fd_sc_hd__mux2i_1: 348 / 348
sky130_fd_sc_hd__nand2_1: 315 / 314
sky130_fd_sc_hd__o21ai_0: 237 / 237
sky130_fd_sc_hd__a21oi_1: 233 / 231
sky130_fd_sc_hd__nor2_1: 243 / 206
sky130_fd_sc_hd__clkdlybuf4s50_1: 0 / 203
sky130_fd_sc_hd__o22ai_1: 191 / 191
sky130_fd_sc_hd__mux2_2: 165 / 165
sky130_fd_sc_hd__buf_4: 31 / 157
sky130_fd_sc_hd__clkbuf_16: 0 / 113
sky130_fd_sc_hd__a211oi_1: 90 / 90
sky130_fd_sc_hd__inv_1: 83 / 82
sky130_fd_sc_hd__a221oi_1: 69 / 69
sky130_fd_sc_hd__mux4_2: 67 / 67
sky130_fd_sc_hd__a22oi_1: 65 / 65
sky130_fd_sc_hd__nand3_1: 48 / 48
sky130_fd_sc_hd__nor2b_1: 50 / 47
sky130_fd_sc_hd__nor2_4: 0 / 37
sky130_fd_sc_hd__a31oi_1: 34 / 34
sky130_fd_sc_hd__clkinv_1: 1 / 34
sky130_fd_sc_hd__conb_1: 1 / 32
sky130_fd_sc_hd__a221o_1: 31 / 31
sky130_fd_sc_hd__o221ai_1: 31 / 31
sky130_fd_sc_hd__a41oi_1: 31 / 31
sky130_fd_sc_hd__a222oi_1: 31 / 31
sky130_fd_sc_hd__a22o_1: 29 / 29
sky130_fd_sc_hd__o22a_1: 28 / 28
sky130_fd_sc_hd__a311oi_1: 28 / 28
sky130_fd_sc_hd__clkinv_2: 0 / 20
sky130_fd_sc_hd__clkbuf_1: 189 / 19
sky130_fd_sc_hd__nor3_1: 14 / 10
sky130_fd_sc_hd__o21ai_1: 11 / 10
## worst paths after layout
kind / endpoint / slack, ns / cells after the start
worst max-delay path: op1[27] / 31.85 / 10
worst min-delay path: register_file_inst.reg_file[26][11]$_DFFE_PP_ / 12.39 / 2
## cell type report
cell class,count,area [um^2],share of cell area [%]
well taps,1298,1620,2.82
inverters,89,338,0.587
flip-flops and latches,1024,30700,53.4
clock buffers,132,2900,5.04
multi-input cells,2501,18200,31.6
repair buffers,368,3310,5.75
clock inverters,65,452,0.785
## routing by layer
metal  part of all wire [%]  up-vias
li1                       -    15800
met1                     34    17300
met2                     43     2523
met3                     17      401
met4                    5.7        9
met5                   0.22        -
## power by group through the flow
stage     clock network [W]  logic (W)  registers, W
4_1_cts            0.000631   0.000172      0.000786
5_1_grt            0.000658   0.000185      0.000787
6_report           0.000625   0.000175      0.000786
Power figures rest on the tool's default switching activity, not on a simulated workload.
