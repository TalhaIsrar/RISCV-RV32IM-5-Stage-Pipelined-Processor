## config.mk

```make
export PLATFORM = sky130hd
export DESIGN_NAME = mem_stage
export DESIGN_NICKNAME = mem_stage
export VERILOG_FILES = /design/flow/design.v
export SDC_FILE = /design/flow/constraint.sdc
export NUM_CORES = 4
export LEC_CHECK = 1
export CORE_UTILIZATION = 40
export SYNTH_MEMORY_MAX_BITS = 65536
```

## constraint.sdc

```tcl
current_design mem_stage

set clk_period 40.4
set clk_io_pct 0.2

create_clock -name clk0 -period $clk_period [get_ports {clk}]

set non_clock_inputs [all_inputs -no_clocks]
set_input_delay [expr $clk_period * $clk_io_pct] -clock clk0 $non_clock_inputs
set_output_delay [expr $clk_period * $clk_io_pct] -clock clk0 [all_outputs]
```

## design.v

```verilog
module data_mem (
    input clk,
    input rst,
    input mem_write,        
    input [1:0] store_type,  
    input [2:0] load_type,   
    input [11:0] addr,
    input [31:0] write_data,
    output reg [31:0] read_data
);
    (* ram_style = "block" *) reg [31:0] mem [0:255];
    wire [9:0] word_addr = addr[11:2];
    wire [1:0] byte_offset = addr[1:0];
    reg [31:0] read_data_word;
    reg [2:0] load_type_r;
    reg [1:0] byte_offset_r;
    always @(posedge clk) begin
        read_data_word <= mem[word_addr];
    end
    always @(posedge clk) begin
        load_type_r   <= load_type;
        byte_offset_r <= addr[1:0];  
    end
    always @(posedge clk) begin
        if (mem_write) begin
            case (store_type)
                2'b00: begin  
                    if (byte_offset == 2'b00) mem[word_addr][7:0]   <= write_data[7:0];
                    if (byte_offset == 2'b01) mem[word_addr][15:8]  <= write_data[7:0];
                    if (byte_offset == 2'b10) mem[word_addr][23:16] <= write_data[7:0];
                    if (byte_offset == 2'b11) mem[word_addr][31:24] <= write_data[7:0];
                end
                2'b01: begin  
                    if (byte_offset[1] == 1'b0) mem[word_addr][15:0]  <= write_data[15:0];
                    else                       mem[word_addr][31:16] <= write_data[15:0];
                end
                2'b10: begin  
                    mem[word_addr] <= write_data;
                end
            endcase
        end
    end
    always @(*) begin
        case (load_type_r)
            3'b000: begin  
                case (byte_offset_r)
                    2'b00: read_data = {{24{read_data_word[7]}},  read_data_word[7:0]};
                    2'b01: read_data = {{24{read_data_word[15]}}, read_data_word[15:8]};
                    2'b10: read_data = {{24{read_data_word[23]}}, read_data_word[23:16]};
                    2'b11: read_data = {{24{read_data_word[31]}}, read_data_word[31:24]};
                    default: read_data = 32'h00000000;
                endcase
            end
            3'b001: begin  
                if (byte_offset_r[1] == 1'b0) read_data = {{16{read_data_word[15]}}, read_data_word[15:0]};
                else                        read_data = {{16{read_data_word[31]}}, read_data_word[31:16]};
            end
            3'b010: begin  
                read_data = read_data_word;
            end
            3'b011: begin  
                case (byte_offset_r)
                    2'b00: read_data = {24'h0, read_data_word[7:0]};
                    2'b01: read_data = {24'h0, read_data_word[15:8]};
                    2'b10: read_data = {24'h0, read_data_word[23:16]};
                    2'b11: read_data = {24'h0, read_data_word[31:24]};
                    default: read_data = 32'h00000000;
                endcase
            end
            3'b100: begin  
                if (byte_offset_r[1] == 1'b0) read_data = {16'h0, read_data_word[15:0]};
                else                        read_data = {16'h0, read_data_word[31:16]};
            end
            default: read_data = read_data_word;
        endcase
    end
endmodule
module mem_stage(
    input clk,
    input rst,
    input [31:0] result,
    input [31:0] op2_data,
    input mem_write,
    input [1:0] store_type,
    input [2:0] load_type,
    output wire [31:0] read_data,
    output wire [31:0] calculated_result
);
    data_mem data_mem_inst (
        .clk(clk),
        .rst(rst),
        .mem_write(mem_write),
        .store_type(store_type),
        .load_type(load_type),
        .addr(result[11:0]),
        .write_data(op2_data),
        .read_data(read_data)
    );   
    assign calculated_result = result;
endmodule
```

## run.sh

```bash
#!/bin/bash
# OpenROAD 26Q1-2900-gdf79404cd8, Yosys 0.63+post, stock flow scripts
make -C /OpenROAD-flow-scripts/flow DESIGN_CONFIG=/design/flow/config.mk WORK_HOME=/design/flow/orfs finish
```

==> impl_metrics.yaml <==
# generated from flow reports
worst_setup_path:
  max_stage_delay_ps: 930
  start_kind: "primary input"
  worstPathCellList: "clkdlybuf4s50_1 -> clkdlybuf4s50_1"
  critical_path_class: "in2out"
  crit_top_cell: "clkdlybuf4s50_1"
  cp.arrival_ps: 9650
  cp-startpoint: "result[5]"
  end_kind: "primary output"
  r2r-start: "data_mem_inst.mem[31][16]"
  critPathSlowestCell: "clkdlybuf4s50_1"
  cp_num_buf_inv: 2
  crit_path_max_fanout: 9
  path_delay_family: "buffers and inverters"
  required_ps: 32320
drt:
  routed_via_density: 5.709
  num_vias: 150600
  wirelength_mm: 864.6
  wl_per_cell_um: 32.78
  drc_errors: 0
  postRouteAntennaNets: 0
  drtIter0Drc: 9644
  dr.pass1.iters: 8
floorplan:
  chipHeight_um: 889.1
  die_x_um: 889.1
  coreArea_mm2: 0.7836
  dieArea_mm2: 0.7905
  fp-utilization_pct: 40.17
  io_pins: 136
  rows: 325
logic_synthesis:
  ys_cells: 14430
  netlist_area_mm2: 0.3148
  syn_area_per_cell_um2: 21.81
  ys_top_cells_by_area: "edfxtp_1 (78%), mux4_2 (15%), a22oi_1 (2.4%)"
  syn_inst: 14430
  async_flop_share_pct: 0
  edf_count: 8192
  ff_type: "edfxtp_1"
  yosysTopAreaCellShare_pct: 78.15
  synth_seq_share_pct: 78.39
  yosysWarnings: 1
  synth_area_leader_cell: "edfxtp_1"
  yosysChipArea_mm2: 0.3148
  synth_cell_types: 33
  ys.flops: 8229
global_routing:
  grt_pass1_wl_mm: 1216
  use_met3_pct: 20.89
  grt_pass1_vias: 166200
  antenna_found_initial: 82
  grt_use_total_pct: 24.18
  grt_use_met1_pct: 26.51
  overflow: 0
  busiest_layer: "met2"
  grt_max_degree: 113
  use_met2_pct: 34.21
placed_design:
  gp_congestion: 0.8972
  place_ws_ps: 22600
  io_buffers: 90
  dp.cells: 24830
  dp_hpwl_mm: 550.1
clocking:
  cts_root_buf: "clkbuf_16"
  hold_buffers: 0
  cts.path.max_buffers: 4
  cts_tree: "done"
  h-tree-depth: 6
  clk_latency_ps: 1200
  cts_buffers: 806
  cts.sinks: 8229
  post_cts.repair.setup_buffers: 0
  postCtsResizedCells: 0
  clk_pin_slew_ps: 60
final_timing:
  period_minus_slack_ps: 17730
  setup_ws_ps: 22670
  max_freq_ghz: 0.05639
  fin_tns_setup_ps: 0
  finalHoldViolations: 0
  setup_viol: 0
  rsz0062_at_grt: "no"
  fin_crit_sh_pct: 43.90
  drv_slew: 0
  relSlewSlack_pct: 27.55
  skew_ps: 113.4
  tightest_slew_ps: 1083
power_and_ir_drop:
  power_leakage_uw: 0.1092
  pwr_density_cell_mw_per_mm2: 49.05
  peakVddDrop_mv: 0.05024
status:
  outcome: "complete, no violations"
finish:
  mostFrequentLayoutCell: "edfxtp_1"
  lay_top_cells: "edfxtp_1 (8,192), mux4_2 (2,049), nor2_1 (1,076), a22oi_1 (1,024), clkbuf_16 (816)"
  layout-drive-gt1-share_pct: 25.62
  fillers: 63920
  area_growth_pct: 13.55
  instances_no_fill: 26380
flow_run:
  warnings: 32
  cap_viol_max_count: 0
min_path:
  hp-start: "data_mem_inst.mem[115][4]"
  hold_class: "reg2reg"
[sequential cells by signal (all words and copies together), names as in the netlist]
| signal | flops |
|---|---|
| data_mem_inst.byte_offset_r | 2 |
| data_mem_inst.mem | 8192 |
| data_mem_inst.load_type_r | 3 |
| data_mem_inst.read_data_word | 32 |
[per-stage QoR]
step | power, uW | instance area, um^2 | hold slack [ps] | utilization, %
floorplan | 10170 | 314800 | 819.1 | -
global placement | 10550 | 332300 | 950.4 | 42.41
detailed placement | 10560 | 332300 | 950.9 | 42.41
CTS | 17650 | 357200 | 949.2 | 45.59
global route | 18010 | 357300 | 997.9 | 45.60
finish | 17530 | 357400 | 944.2 | 45.61
[synthesized netlist by cell type (7+ instances only)]
| cell | instances |
|---|---|
| a21oi_1 | 529 |
| a22oi_1 | 1024 |
| buf_1 | 141 |
| buf_2 | 155 |
| buf_4 | 95 |
| buf_6 | 17 |
| clkbuf_1 | 539 |
| dfxtp_1 | 37 |
| edfxtp_1 | 8192 |
| mux2_2 | 18 |
| mux2i_1 | 10 |
| mux4_2 | 2049 |
| nand2_1 | 299 |
| nand2b_1 | 11 |
| nand4_1 | 32 |
| nor2_1 | 1090 |
| nor2b_1 | 14 |
| nor3_1 | 9 |
| o21ai_1 | 8 |
| o22a_1 | 8 |
| o22ai_1 | 7 |
| o41ai_1 | 128 |
[layout make-up]
type,instances,area (um^2),area share [%]
diodes,79,197.7,0.05531
clock buffers,1066,21460,6.004
well taps,10460,13090,3.663
flip-flops and latches,8229,246700,69.03
repair buffers,885,7197,2.014
multi-input cells,5252,65280,18.27
clock inverters,400,3437,0.9617
inverters,2,7.507,0.002100
[power by group]
part           leakage [uW]  internal [uW]  switching, uW  total (uW)
registers            0.0742           9460           26.3        9490
clock network        0.0121           3990           3160        7150
logic                0.0229            285            610         896
[path summary, 6_finish.rpt]
path,slack [ps],end,depth (start not counted)
worst max-delay path,22670,calculated_result[5],2
worst min-delay path,940,data_mem_inst.read_data_word[4],5
worst max register to register,37490,data_mem_inst.read_data_word[16],6
worst min register to register,940,data_mem_inst.read_data_word[4],5
[tightest hold or removal path, cell delays in order (launching register included)]
cell and delay, ps:
edfxtp_1 320, mux4_2 220, a22oi_1 60, a21oi_1 150, o41ai_1 130, nand4_1 100
[layer usage]
layer,up-vias,wire (um)
li1,62560,-
met4,164,40800
met1,76840,253000
met5,-,4041
met2,9337,398100
met3,1695,168600
[logic make-up (layout without fill, tap and decap cells)]
| family | after synthesis | after routing | synth area share [%] |
|---|---|---|---|
| AND-OR/OR-AND | 1710 | 1710 | 3.703 |
| XOR/XNOR | 1 | 1 | 0.002783 |
| multiplexers | 2077 | 2077 | 14.76 |
| other | 0 | 79 | 0 |
| flip-flops | 8229 | 8229 | 78.39 |
| AND/OR/NAND/NOR | 1464 | 1464 | 1.802 |
| buffers and inverters | 949 | 2353 | 1.347 |
No activity file was given, so power comes from the tool's default toggle rates.
